**./run.sh**
```bash
#!/bin/bash
# OpenROAD 26Q1-2900-gdf79404cd8, Yosys 0.63+post, stock flow scripts
make -C /OpenROAD-flow-scripts/flow DESIGN_CONFIG=/design/flow/config.mk WORK_HOME=/design/flow/orfs finish
```
**./config.mk**
```make
export PLATFORM = sky130hd
export DESIGN_NAME = LASER
export DESIGN_NICKNAME = LASER
export VERILOG_FILES = /design/flow/design.v
export SDC_FILE = /design/flow/constraint.sdc
export NUM_CORES = 4
export LEC_CHECK = 1
export CORE_UTILIZATION = 40
```
**./constraint.sdc**
```tcl
current_design LASER

set clk_period 16.9
set clk_io_pct 0.2

create_clock -name clk0 -period $clk_period [get_ports {CLK}]

set non_clock_inputs [all_inputs -no_clocks]
set_input_delay [expr $clk_period * $clk_io_pct] -clock clk0 $non_clock_inputs
set_output_delay [expr $clk_period * $clk_io_pct] -clock clk0 [all_outputs]
```
**./design.v**
```verilog
module LASER (
input CLK,
input RST,
input [3:0] X,
input [3:0] Y,
output reg [3:0] C1X,
output reg [3:0] C1Y,
output reg [3:0] C2X,
output reg [3:0] C2Y,
output DONE);
parameter GETEDATA = 3'b000;
parameter LOOP = 3'b001;
parameter DECIDE_STEP = 3'b010;
parameter CALCULATE = 3'b011;
parameter CALCULATE2 = 3'b100;
parameter FINISH = 3'b101;
reg [1:0] count;
reg turn, changed, arr;  
reg [2:0] state, nextState;
reg [3:0] TX, TY, NX, NY, TX_t, TY_t; 
reg [5:0] num_count, C1Max, C2Max, AllMax, total_no_shadow, total, step, step_end;
reg array [0:15][0:15];
reg array_ [0:255];         
assign DONE = (state == FINISH);
wire arr_with_mask, inshadow, inshadow1, inshadow2,inshadow3, inshadow4, inshadow5, clear, writeable;
wire TX_B1, TX_B2, TX_B3, TX_B4, TX_S1, TX_S2, TX_S3, TX_S4;
wire [4:0] TX_m_NX, TY_m_NY, TX_NX, TY_NY;
assign TX_B4 = (TX >= 4); 
assign TX_B3 = (TX >= 3); 
assign TX_B2 = (TX >= 2); 
assign TX_B1 = (TX >= 1); 
assign TX_S4 = (TX <= 11); 
assign TX_S3 = (TX <= 12); 
assign TX_S2 = (TX <= 13); 
assign TX_S1 = (TX <= 14); 
assign clear = (state == FINISH);                  
assign writeable = (state == GETEDATA);
wire [3:0] TX_plus_4,TX_plus_3 ,TX_plus_2 ,TX_plus_1 ,TX_minus_1,TX_minus_2,TX_minus_3,TX_minus_4,
TY_plus_4 ,TY_plus_3 ,TY_plus_2 ,TY_plus_1 ,TY_minus_1,TY_minus_2,TY_minus_3,TY_minus_4; 
assign TX_plus_4 = TX + 4;
assign TX_plus_3 = TX + 3;
assign TX_plus_2 = TX + 2;
assign TX_plus_1 = TX + 1;
assign TX_minus_1 = TX - 1;
assign TX_minus_2 = TX - 2;
assign TX_minus_3 = TX - 3;
assign TX_minus_4 = TX - 4;
assign TY_plus_4 = TY + 4;
assign TY_plus_3 = TY + 3;
assign TY_plus_2 = TY + 2;
assign TY_plus_1 = TY + 1;
assign TY_minus_1 = TY - 1;
assign TY_minus_2 = TY - 2;
assign TY_minus_3 = TY - 3;
assign TY_minus_4 = TY - 4;
integer i, j;
assign TX_NX = (TX_t - NX);
assign TY_NY = (TY_t - NY);
assign TX_m_NX = (TX_NX[4] ? (~TX_NX + 1) : (TX_NX));
assign TY_m_NY = (TY_NY[4] ? (~TY_NY + 1) : (TY_NY));
assign inshadow1 = ((TX_m_NX) == 4) & (TY_m_NY == 0);
assign inshadow2 = ((TX_m_NX) == 3) & (TY_m_NY <= 2);
assign inshadow3 = ((TX_m_NX) == 2) & (TY_m_NY <= 3);
assign inshadow4 = ((TX_m_NX) == 1) & (TY_m_NY <= 3);
assign inshadow5 = (TX_m_NX == 0)   & ((TY_m_NY) <= 4);
assign inshadow = !(inshadow1 || inshadow2 || inshadow3 || inshadow4 || inshadow5);
assign arr_with_mask = (arr & inshadow);
always@(state, num_count, TX, TY, step)begin
		case(state)
			GETEDATA:begin
				if(num_count == 40 - 1)
					nextState = LOOP;
				else
					nextState = GETEDATA;
			end
			DECIDE_STEP:
				nextState = CALCULATE;
			CALCULATE:begin
				if(step == step_end)
					nextState = LOOP;
				else
					nextState = CALCULATE;
			end
			LOOP:begin
				if((TX == 15) && (TY == 15) && (changed == 0))
					nextState = FINISH;
				else
					nextState = DECIDE_STEP;
			end
			FINISH:
				nextState = GETEDATA;
			default:
				nextState = 0;
		endcase
end
always@(posedge CLK or posedge RST)begin
	if(RST)
		state <= 0;
	else
		state <= nextState;
end
always@(posedge CLK)begin
	if((RST) || (clear == 1))begin
		for(i = 0;i <= 15;i = i + 1)begin
			for(j = 0;j <= 15; j = j+ 1)begin
				array[i][j] <= 0;
			end
		end
	end
	else if(writeable == 1)begin
		for(i = 0;i <= 15;i = i + 1)begin
			for(j = 0;j <= 15; j = j+ 1)begin
				array[i][j] <= array[i][j];
			end
		end
		array[Y][X] <= 1;
	end
	else begin
		for(i = 0;i <= 15;i = i + 1)begin
			for(j = 0;j <= 15; j = j+ 1)begin
				array[i][j] <= array[i][j];
			end
		end
	end
end
always@(posedge CLK)begin
	step <= step + 1;
	if(RST)begin
		NX <= 0;
		NY <= 0;
	end
	else begin
		NX <= NX;
		NY <= NY;
	end
	if(RST || clear)begin
		num_count <= 0;
		total_no_shadow <= 0;
		total <= 0;
		turn <= 0;
		step <= 6'b000000;
		step_end <= 6'b000000;
		changed <= 0;
		TX <= 0;
		TY <= 0;
		C1X <= 0;
		C1Y <= 0;
		C2X <= 0;
		C2Y <= 0;
		AllMax <= 0;
		C2Max <= 0;
		C1Max <= 0;
	end
	else
		case(state)
			GETEDATA:begin
				num_count <= num_count + 1;
				total_no_shadow <= 0;
				total <= 0;
			end
			LOOP:begin
				num_count <= num_count;
				if(((total + C2Max) > AllMax) && (turn == 0))begin
					changed <= 1;
					C1Max <= total_no_shadow;
					C1X <= TX;
					C1Y <= TY;
					AllMax <= (total + C2Max);
				end
				else if(((total + C1Max) >= AllMax) && (turn == 1))begin
					if(((total + C1Max) == AllMax)  && (C2Max < total_no_shadow))begin
						changed <= 1;
						C2Max <= total_no_shadow;
						C2X <= TX;
						C2Y <= TY;
					end
					else if((total + C1Max) == AllMax)begin
						changed <= changed;
						C2Max <= C2Max;
						C2X <= C2X;
						C2Y <= C2Y;
					end
					else begin
						changed <= 1;
						C2Max <= total_no_shadow;
						C2X <= TX;
						C2Y <= TY;
					end
					AllMax <= (total + C1Max);
				end
				else
					changed <= changed;
				if((TX == 15) && (TY == 15))begin
					changed <= 0;
					TX <= 0;
					TY <= 0;
					turn <= ~turn;
					NX <= turn ? C2X : C1X;
					NY <= turn ? C2Y : C1Y;
				end
				else if(TX == 15)begin
					turn <= turn;
					TX <= 0;
					TY <= TY_plus_1;
				end
				else 
					TX <= TX_plus_1;
				total_no_shadow <= 0;
				total <= 0;
			end
			DECIDE_STEP:begin
				num_count <= num_count;
				case(TY)
					3: begin
						case(TX)
							1:step <= 2;
							0:step <= 3;
							default:step <= 1;
						endcase
					end
					2: begin
						case(TX)
							2:step <= 7;
							1:step <= 8;
							0:step <= 9;
							default: step <= 6;
						endcase
					end
					1: begin
						case(TX)
							2:step <= 14;
							1:step <= 15;
							0:step <= 16;
							default:step <= 13;
						endcase
					end
					0: begin
						case(TX)
							3:step <= 21;
							2: step <= 22;
							1: step <= 23;
							0: step <= 24;
							default: step <= 20;
						endcase
					end
					default:
						step <= 0;
				endcase
				case(TY)
					15: step_end <= 28;
					14: step_end <= 35;
					13: step_end <= 42;
					12: step_end <= 47;
					default:
						step_end <= 48;
				endcase
				total_no_shadow <= 0;
				total <= 0;
			end
			CALCULATE:begin
				num_count <= num_count;
				if(arr == 1)
					total_no_shadow <= total_no_shadow + 1;
				else
					total_no_shadow <= total_no_shadow;
				if(arr_with_mask == 1) 
					total <= 1 + total;
				else
					total <= total;
			end
			FINISH:begin
				num_count <= num_count;
				total_no_shadow <= 0;
				total <= 0;
			end
			default:begin
				NX <= NX;
				NY <= NY;
				total_no_shadow <= 0;
				total <= 0;
				num_count <= 0;
			end
		endcase
end
always@(step)begin
		case(step)
			0:begin
				TY_t = TY_minus_4;
				TX_t = TX;
				arr = array[TY_minus_4][TX];
			end
			1:begin
				TY_t = TY_minus_3;
				if(TX_B2)begin
					arr = array[TY_minus_3][TX_minus_2];
					TX_t = TX_minus_2;
				end
				else begin
					arr = 0;
					TX_t = 0;
				end
			end
			2:begin
				TY_t = TY_minus_3;
				if(TX_B1)begin
					arr = array[TY_minus_3][TX_minus_1];
					TX_t = TX_minus_1;
				end
				else begin
					arr = 0;
					TX_t = 0;
				end
			end
			3:begin
				TY_t = TY_minus_3;
				TX_t = TX;
				arr = array[TY_minus_3][TX];
			end
			4:begin
				TY_t = TY_minus_3;
				if(TX_S1)begin
					arr = array[TY_minus_3][TX_plus_1];
					TX_t = TX_plus_1;
				end
				else begin
					arr = 0;
					TX_t = 0;
				end
			end
			5:begin
				TY_t = TY_minus_3;
				if(TX_S2)begin
					TX_t = TX_plus_2;
					arr = array[TY_minus_3][TX_plus_2];
				end
				else begin
					arr = 0;
					TX_t = 0;
				end
			end	
			6:begin
				TY_t = TY_minus_2;
				if(TX_B3) begin
					arr = array[TY_minus_2][TX_minus_3];
					TX_t = TX_minus_3;
				end
				else begin
					arr = 0;
					TX_t = 0;
				end
			end
			7:begin
				TY_t = TY_minus_2;
				if(TX_B2)begin
					arr = array[TY_minus_2][TX_minus_2];
					TX_t = TX_minus_2;
				end
				else begin
					arr = 0;
					TX_t = 0;
				end
			end
			8:begin
				TY_t = TY_minus_2;
				if(TX_B1)begin
					arr = array[TY_minus_2][TX_minus_1];
					TX_t = TX_minus_1;
				end
				else begin
					arr = 0;
					TX_t = 0;
				end
			end
			9:begin
				TY_t = TY_minus_2;
				TX_t = TX;
				arr = array[TY_minus_2][TX];
			end
			10:begin
				TY_t = TY_minus_2;
				if(TX_S1)begin
					arr = array[TY_minus_2][TX_plus_1];
					TX_t = TX_plus_1;
				end
				else begin
					arr = 0;
					TX_t = 0;
				end
			end
			11:begin
				TY_t = TY_minus_2;
				if(TX_S2)begin
					arr = array[TY_minus_2][TX_plus_2];
					TX_t = TX_plus_2;
				end
				else begin
					arr = 0;
					TX_t = 0;
				end
			end
			12:begin
				TY_t = TY_minus_2;
				if(TX_S3)begin
					arr = array[TY_minus_2][TX_plus_3];
					TX_t = TX_plus_3;
				end
				else begin
					arr = 0;
					TX_t = 0;
				end
			end
			13:begin
				TY_t = TY_minus_1;
				if(TX_B3)begin
					arr = array[TY_minus_1][TX_minus_3];
					TX_t = TX_minus_3;
				end
				else begin
					arr = 0;
					TX_t = 0;
				end
			end
			14:begin
				TY_t = TY_minus_1;
				if(TX_B2)begin
					arr = array[TY_minus_1][TX_minus_2];
					TX_t = TX_minus_2;
				end
				else begin
					arr = 0;
					TX_t = 0;
				end
			end
			15:begin
				TY_t = TY_minus_1;
				if(TX_B1)begin
					arr = array[TY_minus_1][TX_minus_1];
					TX_t = TX_minus_1;
				end
				else begin
					arr = 0;
					TX_t = 0;
				end
			end
			16:begin 
				TY_t = TY_minus_1;
				TX_t = TX;
				arr = array[TY_minus_1][TX];
			end
			17:begin
				TY_t = TY_minus_1;
				if(TX_S1)begin
					arr = array[TY_minus_1][TX_plus_1];
					TX_t = TX_plus_1;
				end
				else begin
					arr = 0;
					TX_t = 0;
				end
			end
			18:begin
				TY_t = TY_minus_1;
				if(TX_S2)begin
					arr = array[TY_minus_1][TX_plus_2];
					TX_t = TX_plus_2;
				end
				else begin
					arr = 0;
					TX_t = 0;
				end
			end
			19:begin
				TY_t = TY_minus_1;
				if(TX_S3)begin
					arr = array[TY_minus_1][TX_plus_3];
					TX_t = TX_plus_3;
				end
				else begin
					arr = 0;
					TX_t = 0;
				end
			end
			20:begin 
				TY_t = TY;
				if(TX_B4)begin
					arr = array[TY][TX_minus_4];
					TX_t = TX_minus_4;
				end
				else begin
					arr = 0;
					TX_t = 0;
				end
			end
			21:begin 
				TY_t = TY;
				if(TX_B3)begin
					arr = array[TY][TX_minus_3];
					TX_t = TX_minus_3;
				end
				else begin
					arr = 0;
					TX_t = 0;
				end
			end
			22:begin 
				TY_t = TY;
				if(TX_B2)begin
					arr = array[TY][TX_minus_2];
					TX_t = TX_minus_2;
				end
				else begin
					arr = 0;
					TX_t = 0;
				end
			end
			23:begin 
				TY_t = TY;
				if(TX_B1)begin
					arr = array[TY][TX_minus_1];
					TX_t = TX_minus_1;
				end
				else begin
					arr = 0;
					TX_t = 0;
				end
			end
			24:begin 
				TY_t = TY;
				TX_t = TX;
				arr = array[TY][TX]; 
			end
			25:begin 
				TY_t = TY;
				if(TX_S1)begin
					arr = array[TY][TX_plus_1];
					TX_t = TX_plus_1;
				end
				else begin
					arr = 0;
					TX_t = 0;
				end
			end
			26:begin 
				TY_t = TY;
				if(TX_S2)begin
					arr = array[TY][TX_plus_2];
					TX_t = TX_plus_2;
				end
				else begin
					arr = 0;
					TX_t = 0;
				end
			end
			27:begin 
				TY_t = TY;
				if(TX_S3)begin
					arr = array[TY][TX_plus_3];
					TX_t = TX_plus_3;
				end
				else begin
					arr = 0;
					TX_t = 0;
				end
			end
			28:begin 
				TY_t = TY;
				if(TX_S4)begin
					arr = array[TY][TX_plus_4];
					TX_t = TX_plus_4;
				end
				else begin
					arr = 0;
					TX_t = 0;
				end
			end
			29:begin 
				TY_t = TY_plus_1;
				if(TX_B3)begin
					arr = array[TY_plus_1][TX_minus_3];
					TX_t = TX_minus_3;
				end
				else begin
					arr = 0;
					TX_t = 0;
				end
			end
			30:begin
				TY_t = TY_plus_1;
				if(TX_B2)begin
					arr = array[TY_plus_1][TX_minus_2];
					TX_t = TX_minus_2;
				end
				else begin
					arr = 0;
					TX_t = 0;
				end
			end
			31:begin 
				TY_t = TY_plus_1;
				if(TX_B1)begin
					arr = array[TY_plus_1][TX_minus_1];
					TX_t = TX_minus_1;
				end
				else begin
					arr = 0;
					TX_t = 0;
				end
			end
			32:begin 
				TY_t = TY_plus_1;
				TX_t = TX;
				arr =	array[TY_plus_1][TX]            ;
			end
			33:begin 
				TY_t = TY_plus_1;
				if(TX_S1)begin
					arr = array[TY_plus_1][TX_plus_1];
					TX_t = TX_plus_1;
				end
				else begin
					arr = 0;
					TX_t = 0;
				end
			end
			34:begin 
				TY_t = TY_plus_1;
				if(TX_S2)begin
					arr = array[TY_plus_1][TX_plus_2];
					TX_t = TX_plus_2;
				end
				else begin
					arr = 0;
					TX_t = 0;
				end
			end
			35:begin 
				TY_t = TY_plus_1;
				if(TX_S3)begin
					arr = array[TY_plus_1][TX_plus_3];
					TX_t = TX_plus_3;
				end
				else begin
					arr = 0;
					TX_t = 0;
				end
			end
			36:begin 
				TY_t = TY_plus_2;
				if(TX_B3)begin
					arr = array[TY_plus_2][TX_minus_3];
					TX_t = TX_minus_3;
				end
				else begin
					arr = 0;
					TX_t = 0;
				end
			end
			37:begin 
				TY_t = TY_plus_2;
				if(TX_B2)begin
					arr = array[TY_plus_2][TX_minus_2];
					TX_t = TX_minus_2;
				end
				else begin
					arr = 0;
					TX_t = 0;
				end
			end
			38:begin 
				TY_t = TY_plus_2;
				if(TX_B1)begin
					arr = array[TY_plus_2][TX_minus_1];
					TX_t = TX_minus_1;
				end
				else begin
					arr = 0;
					TX_t = 0;
				end
			end
			39:begin 
				TY_t = TY_plus_2;
				TX_t = TX;
				arr = array[TY_plus_2][TX]; 
			end
			40:begin 
				TY_t = TY_plus_2;
				if(TX_S1)begin
					arr = array[TY_plus_2][TX_plus_1];
					TX_t = TX_plus_1;
				end
				else begin
					arr = 0;
					TX_t = 0;
				end
			end
			41:begin 
				TY_t = TY_plus_2;
				if(TX_S2)begin
					arr = array[TY_plus_2][TX_plus_2];
					TX_t = TX_plus_2;
				end
				else begin
					arr = 0;
					TX_t = 0;
				end
			end
			42:begin 
				TY_t = TY_plus_2;
				if(TX_S3)begin
					arr = array[TY_plus_2][TX_plus_3];
					TX_t = TX_plus_3;
				end
				else begin
					TX_t = 0;
					arr = 0;
				end
			end
			43:begin 
				TY_t = TY_plus_3;
				if(TX_B2)begin
					arr = array[TY_plus_3][TX_minus_2];
					TX_t = TX_minus_2;
				end
				else begin
					arr = 0;
					TX_t = 0;
				end
			end
			44:begin 
				TY_t = TY_plus_3;
				if(TX_B1)begin
					arr = array[TY_plus_3][TX_minus_1];
					TX_t = TX_minus_1;
				end
				else begin
					arr = 0;
					TX_t = 0;
				end
			end
			45:begin 
				TY_t = TY_plus_3;
				TX_t = TX;
				arr = array[TY_plus_3][TX]            ;
			end
			46:begin 
				TY_t = TY_plus_3;
				if(TX_S1)begin
					arr = array[TY_plus_3][TX_plus_1];
					TX_t = TX_plus_1;
				end
				else begin
					arr = 0;
					TX_t = 0;
				end
			end
			47:begin 
				TY_t = TY_plus_3;
				if(TX_S2)begin
					arr = array[TY_plus_3][TX_plus_2];
					TX_t = TX_plus_2;
				end
				else begin
					arr = 0;
					TX_t = 0;
				end
			end
			48:begin 
				TY_t = TY_plus_4;
				TX_t = TX;
				arr = array[TY_plus_4][TX];
			end
			default:begin
				arr = 0;
				TX_t = 0;
				TY_t = 0;
			end
		endcase
end
endmodule
```
==> results.json <==
{
  "status": "finished clean",
  "clk_pin_slew_ns": 0.06,
  "gp_congestion": 1.02,
  "die_w_um": 234,
  "design.core.area_um2": 52900,
  "routed_wl_mm": 88.1,
  "worst_pin_slew_ns": 1.06,
  "io_buffers": 26,
  "cp_num_buf_inv": 3,
  "fin_skew_ns": 0.0161,
  "fin_hold_ws_ns": 0.447,
  "ys_ff": 343,
  "synthFlopType": "dfxtp_1",
  "cpPeakStageDelay_ns": 0.66,
  "dp_slack_ns": 9.71,
  "common_cells": "dfxtp_1, nand2_1, a22o_1",
  "r2r_end": "total_no_shadow[4]$_SDFFE_PP0P_",
  "drt_iter0_markers": 2076,
  "tritoncts": "done",
  "fp_util_pct": 40.8,
  "netlist-cell-type-count": 116,
  "fin_ws_ns": 9.57,
  "cts_root_buf": "clkbuf_16",
  "die_y_um": 234,
  "via_per_inst": 6.47,
  "crit_path_end_kind": "register",
  "crit_family": "AND-OR/OR-AND gates",
  "start_kind": "register",
  "synthCells": 2595,
  "crit_path_end": "total_no_shadow[4]$_SDFFE_PP0P_",
  "grt_pass1_vias": 20000,
  "warning_count": 49,
  "crit-reg2reg-launch": "TX[1]$_SDFFE_PP0P_",
  "placed_cells": 3184,
  "synth_seq_share_pct": 32.4,
  "cts_setup_buffers": 0,
  "synth_area_um2": 21500,
  "yosysChipArea_um2": 21500,
  "synthDominantCellAreaShare_pct": 30.7,
  "ys_async_sr_fraction_pct": 1.46,
  "via_count": 21000,
  "min_path_type": "reg -> reg",
  "ys_cells": 2595,
  "top_area_cell": "dfxtp_1",
  "clock.latency.late_pin_ns": 0.57,
  "crit_start": "TX[1]$_SDFFE_PP0P_",
  "critPathRequiredTime_ns": 17.38,
  "hold_viol_final": 0,
  "criticalPathCategory": "reg -> reg",
  "wl_per_cell_um": 27.1,
  "rows": 84,
  "reg2regPathDepth": 19,
  "dr.pass1.iters": 22,
  "clk_path_buf_depth": 3,
  "drc": 0,
  "slew_headroom_pct": 29.0,
  "cts_resized": 0,
  "cts-buffers-inserted": 39,
  "path_cells": "clkinv_1, ha_1, buf_4, nor2b_1, o21a_1, nor2_1, o311ai_1, a31oi_1, mux2_2, nand2_2, buf_4, mux4_2, mux2_2, o32ai_1, nor4b_1, nor3_1, a21oi_2, o2111ai_1, mux2i_1",
  "clock-sinks": 343,
  "power_density_nw_per_um2": 80.5,
  "top_cell": "dfxtp_1",
  "drive_gt1_share_pct": 9.59,
  "syn2layout_area_growth_pct": 9.92,
  "grt_setup_unrepaired": "no",
  "period_used_pct": 43.4,
  "vdd_ir_drop_max_v": 0.0000798,
  "place_hpwl_mm": 61.3,
  "maxCapViolations": 0,
  "fin_util_pct": 44.8,
  "finalSetupViolCount": 0,
  "post-route-min-period_ns": 7.33,
  "total_leakage_power_uw": 0.00878,
  "cts_max_level": 2,
  "avgSynthCellArea_um2": 8.30,
  "grt_max_degree": 181,
  "antenna_found_initial": 0,
  "route.antenna.diode_count": 0,
  "cp.arrival_ns": 7.82,
  "fin_cells": 3253,
  "max_freq_mhz": 136,
  "ys_top_cells_by_area": "dfxtp_1, a22o_1, mux2i_1",
  "cp_num_cells": 19,
  "slew_violations": 0,
  "yosys_warnings": 1,
  "grt_usage_pct": 33.2,
  "die_area_um2": 54800,
  "edf_count": 8,
  "path_max_fanout": 51,
  "fillCellCount": 5053,
  "r2r_setup_slack_ns": 9.57,
  "postRouteAntennaNets": 0,
  "holdBufCountCts": 0,
  "grt-ovfl-total": 0,
  "critPathSlowestCell": "buf_4",
  "setup_tns_ns": 0,
  "io_pins": 27,
  "grt_pass1_wl_mm": 132
}
[sequential cells by signal (all words and copies together) (netlist names), 4 cells and up]
register	cells
AllMax	6
C1Max	6
C1X	4
C1Y	4
C2Max	6
C2X	4
C2Y	4
NX	4
NY	4
TX	4
TY	4
array	256
num_count	6
state	5
step	6
step_end	6
total	6
total_no_shadow	6
[cell families (layout without fill, tap and decap cells)]
group	count (synthesis)	in the layout	synth area share, %
compound gates	854	854	28.4
flops	343	343	32.4
simple gates	857	857	19.6
mux	149	149	7.62
xor+xnor	49	49	1.99
fa+ha+maj	74	74	4.44
buf+inv	269	239	5.52
[per-layer routing]
metal | wire (µm) | GRT usage (%) | vias up
met5 | 0 | 0 | -
met4 | 4480 | 14.0 | 0
met3 | 7730 | 8.06 | 229
met2 | 38700 | 49.5 | 1044
met1 | 37200 | 46.7 | 10100
li1 | - | - | 9630
[how the worst min path moves through the flow]
stage	start	to	slack, ns	cells past startpoint
4_1_cts	array[135]$_DFF_P_	array[135]$_DFF_P_	0.45	2
5_1_grt	array[139]$_DFF_P_	array[139]$_DFF_P_	0.47	2
6_report	array[135]$_DFF_P_	array[135]$_DFF_P_	0.45	2
[stage by stage]
step	instance area (µm²)	total power, µW
after CTS	23700	1920
after global placement	22400	1080
after detailed placement	22400	1080
after floorplan	21500	1010
final	23700	1910
after global routing	23700	1970
[cell usage in the layout, fill, tap and decap left out, drive strengths merged, types with 25 or more instances in the layout]
cell type / count
clkdlybuf4s50: 26
inv: 55
o211ai: 43
ha: 70
nor2: 150
buf: 84
a21oi: 141
o21ai: 188
xnor2: 34
nor3: 71
mux2i: 128
a211oi: 38
nand3: 112
clkbuf: 60
dfxtp: 330
nand2: 292
nand2b: 30
a31oi: 27
a22o: 184
or3: 25
[final cells by class]
cell class	count	area (µm²)	area share, %
inverters	60	225	0.951
clock inverters	9	98.8	0.417
clock buffers	60	1160	4.92
multi-input cells	1983	13500	56.8
flip-flops and latches	343	6980	29.4
repair buffers	110	903	3.81
well taps	688	861	3.63
[worst register-to-register path, cell delays in order, from the launching register on]
cell and delay, ns:
dfxtp_1 0.34, clkinv_1 0.57, ha_1 0.59, buf_4 0.26, nor2b_1 0.18, o21a_1 0.41, nor2_1 0.35, o311ai_1 0.20
a31oi_1 0.50, mux2_2 0.59, nand2_2 0.25, buf_4 0.67, mux4_2 0.67, mux2_2 0.28, o32ai_1 0.16, nor4b_1 0.10
nor3_1 0.43, a21oi_2 0.25, o2111ai_1 0.27, mux2i_1 0.20
[report_power, final]
| part | switching [µW] | internal (µW) | leakage [µW] |
|---|---|---|---|
| Combinational | 176 | 80.6 | 0.00535 |
| Sequential | 2.46 | 814 | 0.00281 |
| Clock | 344 | 491 | 0.000619 |
| Total | 522 | 1390 | 0.00878 |
Power and IR drop assume default switching activity.
